==> /design/flow/run.sh <==
#!/bin/bash
# OpenROAD 26Q1-2900-gdf79404cd8, Yosys 0.63+post, stock flow scripts
make -C /OpenROAD-flow-scripts/flow DESIGN_CONFIG=/design/flow/config.mk WORK_HOME=/design/flow/orfs finish
==> /design/flow/config.mk <==
export PLATFORM = sky130hd
export DESIGN_NAME = claAdder
export DESIGN_NICKNAME = claAdder
export VERILOG_FILES = /design/flow/design.v
export SDC_FILE = /design/flow/constraint.sdc
export NUM_CORES = 4
export LEC_CHECK = 1
export CORE_UTILIZATION = 30
==> /design/flow/constraint.sdc <==
current_design claAdder

set clk_period 50.0
set clk_io_pct 0.2

create_clock -name clk0 -period $clk_period

set non_clock_inputs [all_inputs -no_clocks]
set_input_delay [expr $clk_period * $clk_io_pct] -clock clk0 $non_clock_inputs
set_output_delay [expr $clk_period * $clk_io_pct] -clock clk0 [all_outputs]
==> /design/flow/design.v <==
`timescale 1ns / 1ps
module claAdder_4 (
    input wire [3 : 0] A, B,
    input wire Cin,
    output wire [3 : 0] S,
    output wire Cout
    );
    wire [3 : 0] cin;  
    wire [3 : 0] P, G;
    assign P[0] = A[0] ^ B[0];
    assign P[1] = A[1] ^ B[1];
    assign P[2] = A[2] ^ B[2];
    assign P[3] = A[3] ^ B[3];
    assign G[0] = A[0] * B[0];
    assign G[1] = A[1] * B[1];
    assign G[2] = A[2] * B[2];
    assign G[3] = A[3] * B[3];
    assign S[0] = P[0] ^ cin[0];
    assign S[1] = P[1] ^ cin[1];
    assign S[2] = P[2] ^ cin[2];
    assign S[3] = P[3] ^ cin[3];
    assign cin[0] = Cin;
    assign cin[1] = G[0] + P[0]*cin[0];
    assign cin[2] = G[1] + P[1]*cin[1];
    assign cin[3] = G[2] + P[2]*cin[2];
    assign Cout = G[3] + P[3]*cin[3];
endmodule
module claAdder #(parameter integer WIDTH = 64) (
    input wire [WIDTH - 1 : 0] A, B,
    input wire Cin,
    output wire [WIDTH - 1 : 0] S,
    output wire Cout
    );
    wire [WIDTH / 4 - 1 : 0] cin, cout;
    genvar i;
    generate
        for(i = 0; i < WIDTH / 4; i = i + 1) begin: build
            claAdder_4 claa (.A(A[(i+1)*4-1 : (i+1)*4-4]), .B(B[(i+1)*4-1 : (i+1)*4-4]), .Cin(cin[i]), .S(S[(i+1)*4-1 : (i+1)*4-4]), .Cout(cout[i]));   
        end
    endgenerate
    assign cin[0] = Cin;
    assign Cout = cout[WIDTH / 4 - 1];
    assign cin[WIDTH / 4 - 1 : 1] = cout[WIDTH / 4 - 2 : 0];
endmodule
==> flow_summary.yaml <==
# yosys + openroad results
logic_synthesis:
  postSynthSeqShare_pct: 0
  netlist_area_um2: 1300
  ys_cells: 69
  ys_area_um2: 1300
  ys_warn_count: 0
  largest_area_cell: "fa_1"
  syn_inst: 69
  top_area_share_pct: 98.6
  ys_types: 2
  topCellsByArea: "fa_1 99%, inv_1 1.4%"
  syn_avg_cell_area_um2: 18.8
run_status:
  status: "stopped before the end"
  haltStage: "detailed placement (3_5_place_dp)"
  first-error: "[ERROR DPL-0036] Detailed placement failed."
floorplanning:
  rows: 23
  chipHeight_um: 67.8
  fp.dieW_um: 67.8
  initCoreUtil_pct: 31.8
  io_pins: 194
placed_design:
  gp_congestion: 0.845
  io_buffers: 194
[cell usage after synthesis (all sizes together)]
| cell | n |
|---|---|
| inv | 5 |
| fa | 64 |
[cell families after synthesis]
| logic type | synth area share (%) |
|---|---|
| fa+ha+maj | 98.6 |
| buf+inv | 1.44 |
[through the flow]
stage	power, mW	cells	instance area [um^2]
after floorplan	0.00424	69	1300
after global placement	0.0423	313	3300
Power and IR drop assume default switching activity.
