<file path="flow/config.mk">
export PLATFORM = sky130hd
export DESIGN_NAME = csAdder
export DESIGN_NICKNAME = csAdder
export VERILOG_FILES = /design/flow/design.v
export SDC_FILE = /design/flow/constraint.sdc
export NUM_CORES = 4
export LEC_CHECK = 1
export CORE_UTILIZATION = 30
</file>
<file path="flow/constraint.sdc">
current_design csAdder

set clk_period 32.1
set clk_io_pct 0.2

create_clock -name clk0 -period $clk_period

set non_clock_inputs [all_inputs -no_clocks]
set_input_delay [expr $clk_period * $clk_io_pct] -clock clk0 $non_clock_inputs
set_output_delay [expr $clk_period * $clk_io_pct] -clock clk0 [all_outputs]
</file>
<file path="flow/design.v">
`timescale 1ns / 1ps
module rca_1 (
    input wire a, b, c_in,
    output wire sum, c_out
    );
    assign sum = a ^ b ^ c_in;
    assign c_out = a * b + c_in * (a ^ b);
endmodule
module rca_4 #(parameter integer WIDTH = 4) (
    output wire [WIDTH - 1 : 0] sum, 
    output wire out,
    input wire [WIDTH - 1 : 0] a, b,
    input wire in
    );
    wire [WIDTH - 1 : 0] c_in, c_out;
    wire [WIDTH - 1 : 0] s;
    rca_1 M[WIDTH - 1 : 0] (.a(a), .b(b), .c_in(c_in), .sum(s), .c_out(c_out));
    assign c_in[0] = in;
    assign out = c_out[WIDTH - 1];
    assign c_in[WIDTH - 1 : 1] = c_out[WIDTH - 2 : 0];
    assign sum[WIDTH - 1 : 0] = s[WIDTH - 1 : 0];
endmodule
module csAdder_4 (
    input wire [3 : 0] A, B,
    input wire Cin,
    output wire [3 : 0] S,
    output wire Cout
    );
    wire carry0out, carry1out;
    wire [3 : 0] carry0S, carry1S;
    rca_4 carry0[3 : 0] (.a(A), .b(B), .in(1'b0), .sum(carry0S), .out(carry0out));
    rca_4 carry1[3 : 0] (.a(A), .b(B), .in(1'b1), .sum(carry1S), .out(carry1out));
    assign Cout = Cin ? carry1out : carry0out;
    assign S = Cin ? carry1S : carry0S;
endmodule
module csAdder #(parameter integer WIDTH = 64) (
    input wire [WIDTH - 1 : 0] A, B,
    input wire Cin,
    output wire [WIDTH - 1 : 0] S,
    output wire Cout
    );
    wire [WIDTH / 4 - 1 : 0] cin, cout;
    genvar i;
    generate
        for(i = 0; i < WIDTH / 4; i = i + 1) begin: build
            csAdder_4 csa(.A(A[(i+1)*4-1 : (i+1)*4-4]), .B(B[(i+1)*4-1 : (i+1)*4-4]), .Cin(cin[i]), .S(S[(i+1)*4-1 : (i+1)*4-4]), .Cout(cout[i]));   
        end
    endgenerate
    assign cin[0] = Cin;
    assign Cout = cout[WIDTH / 4 - 1 : 0];
    assign cin[WIDTH / 4 - 1 : 1] = cout[WIDTH / 4 - 2 : 0];
endmodule
</file>
<file path="flow/run.sh">
#!/bin/bash
# OpenROAD 26Q1-2900-gdf79404cd8, Yosys 0.63+post, stock flow scripts
make -C /OpenROAD-flow-scripts/flow DESIGN_CONFIG=/design/flow/config.mk WORK_HOME=/design/flow/orfs finish
</file>
==> out/qor.csv <==
metric,value,unit
cts.hold.buffers_added,0,
drive_gt1_share,2.68,%
max-cap-violations,0,
worst_pin_slew,688,ps
mapped_avg_cell_area,7.77,µm²
worst_hold_path_type,in -> out,
grt_pass1_wl,16900,µm
yosys_warnings,158,
path_max_fanout,13,
outcome,completed,
die_w,122,µm
core_util_floorplan,30.8,%
grt_pass1_vias,4056,
y_dimension_of_the_die,122,µm
final_routed_wirelength,10100,µm
worst_setup_sp_type,input port,
p_per_area,26.4,nW/µm²
postSynthSeqShare,0,%
chip_area,14800,µm²
timing.final.hold_violations,0,
route.vias.total,4191,
fillerInstances,1306,
yosys.stat.chipArea,4300,µm²
drt-vias-per-instance,4.53,
timing.fmax,49.8,MHz
grt_usage,13.6,%
internal_power,0.105,mW
grt_antenna_before_repair,0,
swShare,38.2,%
coreArea,13900,µm²
routabilityCongestion,0.812,
drt-wirelength-per-cell,11.0,µm
layout.sequential_cells,0,
ys_types,59,
openroad.warnings,48,
fin_crit_sh,62.6,%
worst_ep_arrival_time,13660,ps
placed_cell_area,6450,µm²
final.setup.tns,0,ps
stdcell_count,925,
post_cts.resized_instances,0,
timing.critical_path.to_type,output pin,
timing.final.setup_violations,0,
io_buffers,194,
final_common_cell,clkdlybuf4s50_1,
flow.area_growth_from_synthesis,50.1,%
area.sequential,0,µm²
netlist_area,4300,µm²
detail-route-antenna-nets,0,
timing_max_transition_violations_final,0,
post_synth_inst_count,553,
seqPwrFrac,0,%
dpl.hpwl,9240,µm
layout.cells.most_common_list,"194 x clkdlybuf4s50_1, 79 x ha_1, 76 x xnor2_1",
vdd.ir_drop.worst,0.0148,mV
cts_post_setup_buffers_inserted,0,
grt.overflow.total,0,
antennaDiodeCount,0,
power_leakage,2.85,nW
power.share.combinational,100.0,%
dp.cells,925,
utilization,46.3,%
number_of_cells_in_the_yosys_synthesis_report,553,
critical_path_required,25680,ps
drt_drc_violations_left,0,
floorplan.io_pins,194,
switchingPower,0.0649,mW
pin_count_of_the_biggest_net_entering_global_routing,14,
stdcell_area,6450,µm²
pwr-share-clk,0,%
std_cell_rows,43,
iteration_0_drc_markers,89,
slew_headroom,52.8,%
drt_first_pass_iters,4,
rsz0062_at_grt,false,
post-route-min-period,20080,ps
report.power.total,0.170,mW
num-clock-buffers,0,
critical_path_class,in -> out,
==> cell usage after synthesis, types with 2 or more instances <==
master	number	area share, %
nor3_1	10	1.2
a311oi_1	2	0.41
and3b_1	5	1.0
a2111o_1	2	0.52
xnor2_1	76	15
nor2b_1	9	1.3
nor4b_1	3	0.61
nor2_1	21	1.8
nand4b_1	2	0.41
nor3b_1	7	1.2
a21boi_0	3	0.52
a21oi_1	9	1.0
inv_1	51	4.5
a2111oi_0	2	0.41
o21a_1	2	0.35
a211oi_1	2	0.35
and2_1	2	0.29
nand2_1	72	6.3
ha_1	79	23
nand3b_1	4	0.70
and4_1	2	0.41
or2_2	2	0.29
mux2_4	2	0.70
mux2i_1	37	8.6
xor2_2	2	0.76
nand4_1	3	0.44
a2111oi_2	2	0.70
and3_1	5	0.73
xor2_1	64	13
o21ai_0	13	1.5
nand2b_1	19	2.8
nand3_1	12	1.4
==> worst paths after layout <==
| kind | cells past startpoint | from | end | slack, ps |
|---|---|---|---|---|
| worst max-delay path | 26 | B[1] | S[61] | 12020 |
| worst min-delay path | 3 | Cin | S[0] | 13830 |
==> cell type report <==
type               instances  area [µm²]  area share (%)
multi-input cells        500        4090            63.4
repair buffers           194        1940            30.1
well taps                180         225            3.49
inverters                 51         191            2.97
==> critical path, stage by stage <==
cell and delay [ps]:
clkdlybuf4s50_1 410, ha_1 380, nor2_1 70, o211ai_2 130, o221ai_1 130, a311o_1 380, xor2_2 320, mux2i_1 320
xor2_2 320, mux2i_2 530, a41o_1 240, and2_4 280, mux2_4 340, a2111oi_4 330, nor2_1 120, a2111oi_0 410
nand2_1 190, a41oi_2 280, o21ai_0 210, a311oi_2 410, nor3_1 140, or2_4 290, xnor2_4 160, mux2i_1 240
xnor2_1 130, clkdlybuf4s50_1 470
==> kinds of logic (layout without fill, tap and decap cells) <==
logic type               count (synthesis)  after routing  share of synthesized area, %
adder cells (fa/ha/maj)                 79             79                          23.0
AND-OR/OR-AND                           55             55                          10.8
multiplexers                            40             40                          9.64
buffers and inverters                   53            245                          4.80
XOR/XNOR                               143            143                          29.9
AND/OR/NAND/NOR                        183            183                          21.8
==> through the flow <==
step	hold slack, ps	worst slack, ps
floorplan	12870	13600
global placement	13820	12170
detailed placement	13830	12040
CTS	13840	11990
global route	13880	11390
finish	13830	12020
==> layer usage <==
layer | global-route usage (%) | wire length, µm | vias up
met2 | 24.4 | 4600 | 121
met3 | 4.01 | 1020 | 0
li1 | - | - | 2273
met4 | 0 | 0 | 0
met1 | 17.1 | 4510 | 1797
met5 | 0 | 0 | -
==> power groups by stage <==
stage	Clock (mW)	Sequential (mW)	Combinational (mW)
4_1_cts	0	0	0.173
5_1_grt	0	0	0.190
6_report	0	0	0.170
Power and IR drop assume default switching activity.
