## flow/constraint.sdc

```tcl
current_design cbAdder

set clk_period 83.4
set clk_io_pct 0.2

create_clock -name clk0 -period $clk_period

set non_clock_inputs [all_inputs -no_clocks]
set_input_delay [expr $clk_period * $clk_io_pct] -clock clk0 $non_clock_inputs
set_output_delay [expr $clk_period * $clk_io_pct] -clock clk0 [all_outputs]
```

## flow/config.mk

```make
export PLATFORM = sky130hd
export DESIGN_NAME = cbAdder
export DESIGN_NICKNAME = cbAdder
export VERILOG_FILES = /design/flow/design.v
export SDC_FILE = /design/flow/constraint.sdc
export NUM_CORES = 4
export LEC_CHECK = 1
export CORE_UTILIZATION = 30
```

## flow/design.v

```verilog
`timescale 1ns / 1ps
module cbAdder_unit (  
    input wire A, B,
    input wire Cin,
    output wire P,
    output wire S,
    output wire Cout
    );
    wire G;
    assign P = A ^ B;
    assign G = A * B;
    assign Cout = G + P * Cin;
    assign S = A ^ B ^ Cin;
endmodule
module cbAdder_4 (
    input wire [3 : 0] A, B,
    input wire Cin,
    output wire [3 : 0] S,
    output wire Cout
    );
    wire [3 : 0] cin;
    wire [3 : 0] cout;
    wire [3 : 0] P;
    cbAdder_unit four[3 : 0] (.A(A), .B(B), .Cin(cin), .P(P), .Cout(cout), .S(S));
    assign cin[0] = Cin;
    assign cin[3 : 1] = cout[2 : 0];
    assign Cout = (P[0] * P[1] * P[2] * P[3] == 1) ? Cin : cout[3];
endmodule
module cbAdder #(parameter integer WIDTH = 64) (  
    input wire [WIDTH - 1 : 0] A, B,
    input wire Cin,
    output wire [WIDTH - 1 : 0] S,
    output wire Cout
    );
    wire [WIDTH / 4 - 1 : 0] cin, cout;
    genvar i;
    generate
        for(i = 0; i < WIDTH / 4; i = i + 1) begin: build
            cbAdder_4 cba (.A(A[(i+1)*4-1 : (i+1)*4-4]), .B(B[(i+1)*4-1 : (i+1)*4-4]), .Cin(cin[i]), .S(S[(i+1)*4-1 : (i+1)*4-4]), .Cout(cout[i]));   
        end
    endgenerate
    assign cin[0] = Cin;
    assign Cout = cout[WIDTH / 4 - 1];
    assign cin[WIDTH / 4 - 1 : 1] = cout[WIDTH / 4 - 2 : 0];
endmodule
```

## flow/run.sh

```bash
#!/bin/bash
# OpenROAD 26Q1-2900-gdf79404cd8, Yosys 0.63+post, stock flow scripts
make -C /OpenROAD-flow-scripts/flow DESIGN_CONFIG=/design/flow/config.mk WORK_HOME=/design/flow/orfs finish
```

==> flow_summary.toml <==
# implementation run metrics
[sta]
worst_pin_slew_ns = 0.686
timing.fmax_mhz = 15.5
rsz0062_at_grt = "false"
final.setup.worst_slack_ns = 18.84
setup_viol = 0
slew_headroom_pct = 53.8
tns_ns = 0
period_minus_slack_ns = 64.56
hold_viol = 0
fin_crit_sh_pct = 77.4
slew_viol_final = 0

[power]
peakVddDrop_mv = 0.00269
leakagePower_nw = 1.98
p_per_area_nw_per_um2 = 6.94

[grt]
grt_max_degree = 7
antenna_found_initial = 0
first_global_vias = 2567
grt_usage_pct = 13.9
grt_first_pass_wirelength_um = 12200
globalRouteOverflowTotal = 0

[floorplan]
die_height_um = 106
ios = 194
std_cell_rows = 37
die_w_um = 106
fp_util_pct = 31.2
die_area_um2 = 11200
coreArea_um2 = 10400

[yosys]
ys_sh_xor_pct = 0
yosysWarnings = 0
synthCells = 286
ys_sh_mux_pct = 1.12
postSynthSeqShare_pct = 0
synthAoiAreaFrac_pct = 7.58
syn_area_um2 = 3240
adder_share_pct = 64.3
synth.top_cell.area_share_pct = 39.6
topCombFamilyByArea = "adder cells"
yosys_cells = 286
top_cells_by_area = "fa_1 40%, ha_1 25%, buf_4 15%, nand4_1 2.3%, nand4_4 1.3%"
ys_chip_area_um2 = 3240
ys_sh_simple_pct = 11.1
top_area_cell = "fa_1"
avgSynthCellArea_um2 = 11.3
top_cells_by_count = "64 x buf_4, 64 x fa_1, 64 x ha_1, 12 x nand4_1"
synth_cell_types = 43

[setup_path]
crit_type = "primary input to output port"
startpoint_type = "primary input"
crit_arrival_ns = 47.88
endpoint = "S[63]"
cp_max_fo = 4
slowest_delay_ns = 0.45
endpoint_kind = "output port"
path_common_cell = "fa_1"
crit_start = "A[0]"
crit_path_top_delay_cell = "clkdlybuf4s50_1"
cp.required_ns = 66.72

[drt]
drtPass1Iterations = 4
drc = 0
drt_wl_total_um = 7370
antenna_left = 0
antenna_cells = 0
wl_per_cell_um = 13.4
first_iter_violations = 33
vias = 2415
vias_per_cell = 4.38

[run]
warning_count = 96
cap_viol_max_count = 0

[placed_design]
pre_cts_slack_ns = 18.64
hpwl_um = 7070
portBuffers = 194
gp_congestion = 0.780
dp_cells = 552

[final_layout]
seq_cell_count = 0
syn_to_final_growth_pct = 50.4
regArea_um2 = 0
layout.cells.non_filler = 552
drive_above_1_share_pct = 5.05
final_core_util_pct = 46.9
clkbuf_count = 0

[min_path]
hp-class = "primary input to output port"

[clocking]
post_cts_buffers = 0
cts_resized = 0
postCtsHoldBufs = 0

[run_status]
outcome = "complete, no violations"
-- worst min path at each step --
stage / to / depth (start not counted) / start / slack, ns
after CTS: S[63] / 5 / B[63] / 34.46
after global routing: S[26] / 3 / B[26] / 34.53
final: S[63] / 5 / B[63] / 34.45
-- worst max-delay path, delay by kind of cell --
kind / cells / cell delay (ns)
adders and majority gates: 64 / 25.04
and+or+nand+nor: 15 / 1.82
muxes: 2 / 0.48
buffers and inverters: 6 / 1.22
AOI/OAI and AO/OA: 18 / 2.62
-- stage by stage --
step	total power (W)	hold WS, ns	instance area [µm²]
floorplan	0.0000185	33.57	3240
global placement	0.0000344	34.46	4870
detailed placement	0.0000344	34.46	4870
CTS	0.0000347	34.46	4870
global route	0.0000381	34.53	4870
finish	0.0000338	34.45	4870
-- metal layers --
| layer | vias up | GRT usage, % | routed length [µm] |
|---|---|---|---|
| met1 | 1161 | 19.7 | 3030 |
| met5 | - | 0 | 0 |
| li1 | 1150 | - | - |
| met3 | 0 | 2.15 | 595 |
| met4 | 0 | 0 | 0 |
| met2 | 104 | 24.5 | 3750 |
-- report_power, final --
part           total [W]  internal [W]  switching, W  leakage, nW
clock network          0             0             0            0
logic          0.0000338     0.0000228     0.0000109         1.98
registers              0             0             0            0
-- area by class of cell --
class | count | area [µm²]
Fill cell | 956 | 5500
Tap cell | 136 | 170
Multi-Input combinational cell | 213 | 2720
Timing Repair Buffer | 194 | 1940
Inverter | 9 | 33.8
-- kinds of logic (layout without fill, tap and decap cells) --
| family | Yosys count | in the layout |
|---|---|---|
| adders and majority gates | 128 | 128 |
| buffers and inverters | 73 | 203 |
| and+or+nand+nor | 53 | 53 |
| AOI/OAI and AO/OA | 29 | 29 |
| muxes | 3 | 3 |
-- cell usage in the layout (no fill, tap or decap), drive strengths merged, types with 3 or more instances in the layout --
| cell | n |
|---|---|
| nand4 | 16 |
| clkdlybuf4s50 | 194 |
| fa | 64 |
| and4 | 3 |
| nand2 | 9 |
| o31ai | 3 |
| nor2 | 9 |
| a21oi | 6 |
| nor2b | 3 |
| o21ai | 4 |
| a21boi | 3 |
| nor3b | 3 |
| inv | 9 |
| or2 | 3 |
| ha | 64 |
Power figures rest on the tool's default switching activity, not on a simulated workload.
